==> ./design.v <==
`timescale 1ns / 1ns
module Counter(reset, clk, count);
  input clk;
  input reset;
  output [31:0] count;
  reg [31:0] count;
  initial
    count = 0;
  always @(posedge clk)
    if (reset)
      count <= 0;
    else
      count <= count + 1;
endmodule
==> ./run.sh <==
#!/bin/bash
# OpenROAD 26Q1-2900-gdf79404cd8, Yosys 0.63+post, stock flow scripts
make -C /OpenROAD-flow-scripts/flow DESIGN_CONFIG=/design/flow/config.mk WORK_HOME=/design/flow/orfs finish
==> ./config.mk <==
export PLATFORM = sky130hd
export DESIGN_NAME = Counter
export DESIGN_NICKNAME = Counter
export VERILOG_FILES = /design/flow/design.v
export SDC_FILE = /design/flow/constraint.sdc
export NUM_CORES = 4
export LEC_CHECK = 1
export CORE_UTILIZATION = 30
==> ./constraint.sdc <==
current_design Counter

set clk_period 3.9
set clk_io_pct 0.2

create_clock -name clk0 -period $clk_period [get_ports {clk}]

set non_clock_inputs [all_inputs -no_clocks]
set_input_delay [expr $clk_period * $clk_io_pct] -clock clk0 $non_clock_inputs
set_output_delay [expr $clk_period * $clk_io_pct] -clock clk0 [all_outputs]
==> out/qor.txt <==
Outcome -> finished, final reports clean
Worst Max-Slew Pin Slew -> 0.551 ns
Worst hold start -> count[0]$_SDFF_PP0_
R2r setup slk -> 1.69 ns
Total number of clock tree sinks -> 32
Register with the most flip-flops -> count
Hold Path Depth -> 1
Ys flop type -> dfxtp_1
Top Registers -> count (32)
Mean cell area of the mapped netlist -> 8.78 sq um
CTS tree -> yes
Number of flip-flops under the largest register name -> 32
CTS max path bufs -> 2
Core outline area -> 4720 sq um
Global routing usage summed across all routing layers -> 12.4%
Largest voltage drop on the vdd net -> 164 uV
EDFF count, synth -> 0
Largest net degree at the start of global routing -> 37
Number of setup violations in the final report -> 0
Critical Path RT -> 4.07 ns
Sw Share -> 20.9%
Relative contribution of the clock network to total power -> 42.5%
Sequential power share -> 54.7%
Post-synthesis cell area -> 1480 sq um
Total design power -> 0.000609 W
Total congestion overflow after global routing -> 0
OpenROAD warning count -> 25
Number of vias in the routed layout -> 1313
Count of pins on the block boundary -> 34
DR vias/cell -> 4.90
Total of max-cap violations -> 0
Critical Path End Type -> flop
Hold Path Class -> flop to flop
Total detailed-routing wirelength -> 3120 um
Fill cell instance count of the final layout -> 465
Maximum fanout count along the critical path -> 19
Die outline width -> 72.1 um
Fraction of layout cells with a size suffix above 1 -> 6.47%
Vertical die dimension -> 72.1 um
TritonRoute pass-1 iters -> 4
Number of cell instances after yosys synthesis -> 168
Die ar. -> 5200 sq um
Number of antenna repair diodes -> 0
RSZ-0062 raised after global routing -> false
Total DRC errors in the routed layout -> 0
Post_cts resized -> 0
Category of the most critical setup path -> flop to flop
Area after DPL -> 1840 sq um
Logic area -> 763 sq um
Clock latency on the worst-skew pair -> 0.28 ns
Final ANT Viol Nets -> 0
CTS clock-pin slew for the worst setup and hold paths -> 0.06 ns
Startpoint Class -> flop
Share of the clock period used by the worst path after layout -> 56.6%
Total negative slack -> 0 ns
Share of synthesized area occupied by flip-flops and latches -> 43.4%
Crit path time final -> 2.21 ns
Area occupied by registers -> 641 sq um
Number of placement rows -> 25
Final weighted congestion in routability-driven placement -> 0.808
Leakage -> 0.573 nW
Worst Hold Endpoint -> count[0]$_SDFF_PP0_
Yosys Chip Area -> 1480 sq um
Initial antenna violation count -> 0
Maximum level of the CTS H-tree -> 2
Tally of unique sky130hd cells used after synthesis -> 29
Fraction of synthesis flops using an asynchronous set or reset pin -> 0%
Count of yosys warnings during synthesis -> 1
Highest Clock Rate -> 453 MHz
Synthesized netlist cell count -> 168
Max transition margin -> 63.3%
First DRT Iteration DRCs -> 101
Areal power density over the cells -> 315 nW/um^2
Share of the synthesized area in the top cell type -> 43.4%
Post-CTS repair timing setup buffer count -> 0
Net switching power of the design -> 0.000127 W
Number of I/O port buffers -> 33
Arr. time, crit path -> 2.38 ns
Most frequent cell after synthesis -> dfxtp_1
Relative area change from synthesis to final layout -> 31.1%
Routed wire length per instance -> 11.7 um
Initial Util -> 31.2%
Max Slew Vio Count -> 0
Detailed placement HPWL -> 2040 um
Root Buffer Master -> clkbuf_8
CTS buffer count -> 5
Highest cell delay on the worst timing path -> 0.78 ns
Synth Register Bits -> 32
Clock tree skew after final layout -> 0.00662 ns
Number of cell instances on the worst register-to-register path -> 4
Count of hold buffers inserted by post-cts repair -> 0
Global-route wire length before repair -> 5090 um
Top cells by area, synth -> dfxtp_1, or4_1, a21oi_1
Final hold vios -> 0
Critical Path Slowest Stage Cell -> or4_1
Combinational share of power -> 2.8%
Worst r2r dst -> count[21]$_SDFF_PP0_
Crit-path cells -> nand3_2 -> or4_1 -> nor4_1 -> mux2_2
Design area -> 1930 sq um
Vias in the first global route -> 1109
Most area-hungry cell type in the Yosys netlist -> dfxtp_1
Synth cell count leaders -> dfxtp_1, a21oi_1, nor2_1
Cell-internal power -> 0.000482 W
Reg2reg start -> count[2]$_SDFF_PP0_
==> layout make-up <==
class / count / area share, %
multi-input combinational: 122 / 39.5
sequential: 32 / 33.1
timing repair buffer: 34 / 17.5
clock buffer: 8 / 4.66
tap: 67 / 4.33
inverter: 5 / 0.970
==> per-stage QoR <==
step / cells / util (%) / hold slack (ns) / setup slack (ns)
2_1_floorplan: 168 / - / 0.430 / 1.94
3_3_place_gp: 260 / 39.0 / 0.458 / 1.74
3_5_place_dp: 260 / 39.0 / 0.466 / 1.71
4_1_cts: 268 / 41.0 / 0.478 / 1.70
5_1_grt: 268 / 41.0 / 0.491 / 1.49
6_report: 268 / 41.0 / 0.476 / 1.69
==> per-layer routing <==
| metal | GRT usage (%) | vias to the layer above | routed length, um |
|---|---|---|---|
| met5 | 0 | - | 0 |
| met3 | 3.66 | 5 | 176 |
| met4 | 1.96 | 0 | 43 |
| li1 | - | 684 | - |
| met1 | 19.6 | 592 | 1600 |
| met2 | 17.5 | 32 | 1310 |
==> cells by family after synthesis <==
group | after synthesis | synth area share (%)
flip-flops | 32 | 43.4
multiplexers | 4 | 3.05
XOR/XNOR | 9 | 5.34
adder cells (fa/ha/maj) | 1 | 0.848
AND/OR/NAND/NOR | 74 | 29.1
AND-OR/OR-AND | 34 | 13.4
buffers and inverters | 14 | 4.83
==> worst max-delay path by stage <==
stage                           to                 from  slack, ns  cells past startpoint
global route  count[21]$_SDFF_PP0_  count[0]$_SDFF_PP0_       1.49                      4
finish        count[21]$_SDFF_PP0_  count[2]$_SDFF_PP0_       1.69                      4
CTS           count[31]$_SDFF_PP0_  count[2]$_SDFF_PP0_       1.70                      4
==> power groups by stage <==
| stage | Combinational [W] | Sequential [W] | Clock (W) |
|---|---|---|---|
| CTS | 0.0000176 | 0.000333 | 0.000271 |
| global route | 0.0000195 | 0.000333 | 0.000282 |
| finish | 0.0000173 | 0.000333 | 0.000259 |
==> critical path, delay by kind of cell, from the launching register on <==
kind             cells  cell delay (ns)
DFF                  1             0.44
muxes                1             0.36
and+or+nand+nor      3             1.30
==> layout by cell type, fill, tap and decap left out, drive strengths merged, types with 6 or more instances in the layout <==
master,instances
a21oi,17
clkbuf,8
clkdlybuf4s50,33
dfxtp,32
nand2,11
nand3,9
nor2,14
o21ai,6
o31ai,11
or3,6
or4,13
No activity file was given, so power comes from the tool's default toggle rates.

==> design.v <==
module updowncount(RES, CK, UP, Q);
input wire RES, CK, UP;
output reg [3:0] Q;
always @(posedge CK or posedge RES) begin
  if (RES == 1'b1) begin
    Q <= 0;
  end else if (UP == 1'b1) begin
    if (Q == 15)
      Q <= 0;
    else
      Q <= Q + 1;
  end else begin
    if (Q == 0)
      Q <= 15;
    else
      Q <= Q - 1;
  end
end
endmodule
==> run.sh <==
#!/bin/bash
# OpenROAD 26Q1-2900-gdf79404cd8, Yosys 0.63+post, stock flow scripts
make -C /OpenROAD-flow-scripts/flow DESIGN_CONFIG=/design/flow/config.mk WORK_HOME=/design/flow/orfs finish
==> config.mk <==
export PLATFORM = sky130hd
export DESIGN_NAME = updowncount
export DESIGN_NICKNAME = updowncount
export VERILOG_FILES = /design/flow/design.v
export SDC_FILE = /design/flow/constraint.sdc
export NUM_CORES = 4
export LEC_CHECK = 1
export CORE_AREA = 10 10 70 70
export DIE_AREA = 0 0 80 80
==> constraint.sdc <==
current_design updowncount

set clk_period 2.4
set clk_io_pct 0.2

create_clock -name clk0 -period $clk_period [get_ports {CK}]

set non_clock_inputs [all_inputs -no_clocks]
set_input_delay [expr $clk_period * $clk_io_pct] -clock clk0 $non_clock_inputs
set_output_delay [expr $clk_period * $clk_io_pct] -clock clk0 [all_outputs]
==> results.yml <==
# implementation run metrics
outcome:
  status: "complete, no violations"
run:
  log.warning_count: 26
  cap_violations: 0
finish:
  nFillCells: 404
  layoutNonFillerInstCount: 77
  drive_above_1_share: 0.129
  top_register: "Q"
  largest_reg_flops: 4
  area_growth_pct: 63.3
  lay_top_count: "clkdlybuf4s50_1"
  reg_top3: "Q: 4 flops"
  stdcell_area_um2: 362
  seq_area_um2: 100
  final_cell_mix: "clkdlybuf4s50_1, dfrtp_1, inv_1"
  layout.area.comb_um2: 103
  utilization: 0.106
worst_setup_path:
  cp_max_fo: 7
  cp_slowest_cell: "clkdlybuf4s50_1"
  rr_worst_depth: 5
  worstPathArrival_ps: 1210
  r2r_end: "Q[3]"
  path_cells: "clkdlybuf4s50_1"
  worst-path-buf-inv: 1
  end_kind: "output pin"
  required_ps: 1920
  r2r_start: "Q[0]"
  ff2ff_setup_slack_ps: 1010
  crit_family: "buffers and inverters"
  start_kind: "flop"
  cpPeakStageDelay_ps: 520
  crit_type: "flop to output pin"
global_route:
  grt_pass1_vias: 216
  grt_start_max_net_pins: 8
  antenna_found_initial: 0
  overflow: 0
  grt.total_usage: 0.0181
  grt_pass1_wl_um: 917
synth:
  yosysWarnings: 1
  yosys_area_um2: 221
  ys_seq_frac: 0.452
  syn-cell-area_um2: 221
  ys_cells: 22
  ys_types: 14
  ys.flops: 4
  synthCells: 22
  syn-mean-instance-area_um2: 10.1
sta:
  drv_slew: 0
  setup_viol: 0
  relSlewSlack: 0.841
  timing.final.crit_share: 0.706
  final_hold_viol_count: 0
  setup_tns_ps: 0
  timing.fmax_mhz: 590
  setup_slack_ps: 705
  worst_pin_slew_ps: 239
  fin_crit_ps: 1690
  rsz0062_at_grt: "false"
  timing.hold.ws_ps: 425
  fin_worst_skew_ps: 6.77
clocking:
  cts_root_buffer: "clkbuf_4"
  post-cts-setup-buffers: 0
  cts_made_buffers: 3
  cts.clk_slew.worst_paths_ps: 40
  ctsResizeCount: 0
  clk-insertion-delay-late_ps: 230
  cts_max_level: 1
  holdBufCountCts: 0
  tritoncts: "done"
  clock-sinks: 4
  clockBufferDepth: 2
routing:
  wire_per_inst_um: 7.43
  insertedDiodeCount: 0
  drtAntennaViolNets: 0
  drtIter0Drc: 21
  totalWireLength_um: 572
  dr_total_vias: 189
  firstDrtPassIters: 2
  drc: 0
  via_per_inst: 2.45
place:
  place.gp.congestion: 0.660
  dp_slack_ps: 866
  place_area_um2: 339
  place_inst: 74
  dp_hpwl_um: 459
  port_buffers: 6
power:
  peakVddDrop_mv: 0.266
  p_per_area_mw_per_mm2: 973
  leakagePower_nw: 0.140
  power_uw: 352
min_path:
  hold_class: "input pin to async pin"
die:
  die_h_um: 80
  rows: 21
  chipArea_mm2: 0.00640
  io_pins: 7
  floorplan.core_util: 0.0648
  core_mm2: 0.00342
  die_w_um: 80
==> layer usage <==
metal / vias to the layer above / GRT usage / share of wire
met2: 7 / 0.0169 / 0.28
met5: - / 0 / 0
met3: 0 / 0.0205 / 0.15
met4: 0 / 0.00352 / 0
li1: 94 / - / -
met1: 88 / 0.0248 / 0.57
==> worst max-delay path by stage <==
| stage | from | end | cells past startpoint |
|---|---|---|---|
| finish | Q[0] | Q[0] | 1 |
| CTS | Q[0] | Q[0] | 1 |
| global route | Q[0] | Q[0] | 1 |
==> final cells by class <==
cell class                 count  share of cell area
clock buffer                   3              0.0623
inverter                       5              0.0519
tap                           46               0.159
sequential                     4               0.277
multi-input combinational     13               0.284
timing repair buffer           6               0.166
==> power breakdown <==
group / internal [mW] / switching, mW / total [mW]
logic: 0.0896 / 0.0476 / 0.137
clock network: 0.0558 / 0.0262 / 0.0821
registers: 0.0943 / 0.0384 / 0.133
==> cells in the mapped netlist <==
library cell / instances / area share
ha_1: 2 / 0.11
or3_1: 1 / 0.028
a31oi_1: 1 / 0.028
nor2_1: 1 / 0.017
a21oi_1: 1 / 0.023
o21ai_0: 1 / 0.023
a221oi_1: 1 / 0.040
o21bai_1: 1 / 0.034
xnor2_1: 2 / 0.079
mux2i_1: 1 / 0.045
dfrtp_1: 4 / 0.45
inv_2: 1 / 0.017
inv_1: 4 / 0.068
or4_1: 1 / 0.034
==> kinds of logic after synthesis <==
| kind of cell | synth area share |
|---|---|
| simple gates | 0.0791 |
| mux | 0.0452 |
| fa+ha+maj | 0.113 |
| flops | 0.452 |
| buf+inv | 0.0847 |
| compound gates | 0.147 |
| xor+xnor | 0.0791 |
Power and IR drop assume default switching activity.

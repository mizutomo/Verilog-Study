$ cat /design/flow/constraint.sdc
current_design counter

set clk_period 1.7
set clk_io_pct 0.2

create_clock -name clk0 -period $clk_period [get_ports {CLK}]

set non_clock_inputs [all_inputs -no_clocks]
set_input_delay [expr $clk_period * $clk_io_pct] -clock clk0 $non_clock_inputs
set_output_delay [expr $clk_period * $clk_io_pct] -clock clk0 [all_outputs]
$ cat /design/flow/run.sh
#!/bin/bash
# OpenROAD 26Q1-2900-gdf79404cd8, Yosys 0.63+post, stock flow scripts
make -C /OpenROAD-flow-scripts/flow DESIGN_CONFIG=/design/flow/config.mk WORK_HOME=/design/flow/orfs finish
$ cat /design/flow/config.mk
export PLATFORM = sky130hd
export DESIGN_NAME = counter
export DESIGN_NICKNAME = counter
export VERILOG_FILES = /design/flow/design.v
export SDC_FILE = /design/flow/constraint.sdc
export NUM_CORES = 4
export LEC_CHECK = 1
export CORE_AREA = 10 10 70 70
export DIE_AREA = 0 0 80 80
$ cat /design/flow/design.v
module counter(CLK, RST_X, COUNTON, CNT4);
input wire CLK, RST_X, COUNTON;
output reg [3:0] CNT4;
always @(posedge CLK or negedge RST_X) begin
  if (!RST_X)
    CNT4 <= 0;
  else
    if (COUNTON) begin
      if (CNT4 == 11)
        CNT4 <= 0;
      else
        CNT4 <= CNT4 + 1;
    end
end
endmodule
==> deck_impl_summary.md <==
Synthesis and Place & Route Summary

Setup path
  • Critical Path Sink Type: output pin
  • Crit-path max FO: 6
  • Reg-to-reg startpoint: CNT4[0]
  • WP data required: 1360 ps
  • Kind of cell adding the most delay to the critical path: buffers and inverters
  • Critical Path Slowest Stage Cell: clkdlybuf4s50_1
  • CP bufs+invs: 1
  • CP Launch Type: register
  • Crit path from: CNT4[3]
  • Critical path class: register to output pin
  • Arr. time, crit path: 1150 ps
  • Critical Path Max Stage Delay: 500 ps
  • Critical Path, Cell by Cell: clkdlybuf4s50_1

Power
  • Pwr Total: 0.483 mW
  • Power Density: 1450 nW/um^2
  • Peak supply drop: 0.198 mV
  • Leakage: 0.130 nW

Finish
  • P&R area growth vs syn: 72.3%
  • Top cells excl fill/tap: clkdlybuf4s50_1 (6), dfrtp_1 (4), clkbuf_4 (3)
  • Largest reg by FF count: CNT4
  • Share of cells above drive strength 1: 11.1%
  • Fill cell count: 405
  • Most frequent logic cell in the layout: clkdlybuf4s50_1
  • Core Util, Final: 9.78%
  • Max reg flops: 4
  • Largest regs: CNT4 (4)

Synthesis
  • # Cells Yosys: 18
  • Area share, top type: 51.6%
  • Synthesized registers: 4
  • Post-synthesis sequential area ratio: 51.6%
  • Cell type with the largest total area: dfrtp_1
  • Biggest area cells: dfrtp_1 (52%), ha_1 (6.5%), mux2_1 (5.8%)
  • Synth cell types: 13
  • Mean post-synth cell area: 10.8 um^2
  • Synth Instances: 18
  • Yosys chip area: 194 um^2
  • Mapped cell area: 194 um^2
  • Yosys warnings: 1

GRT
  • First-pass GRT wire length: 745 um
  • Initial antenna violation count: 0
  • Number of global-route vias before repair: 174
  • GRT overflow: 0
  • Total track usage: 1.55%
  • Largest net degree at the start of global routing: 7

Routing
  • Number of vias in the routed layout: 177
  • ANT nets after route: 0
  • Initial DRC count: 3
  • Drc violations: 0
  • Via/cell ratio: 2.42
  • DR WL/cell: 6.73 um
  • WL final: 491 um
  • Drt pass-1 iters: 2
  • Ant diodes: 0

Floorplan
  • Die y size: 80 um
  • Core area: 3420 um^2
  • Starting density of the core: 5.68%
  • Die ar.: 6400 um^2
  • I/O pin count: 7
  • Row count: 21
  • Die width: 80 um

Timing
  • Slew headroom: 87.0%
  • Final period demand of the worst path: 1490 ps
  • Hold WS: 303 ps
  • Tcrit/Tclk final: 87.7%
  • Fmax: 0.671 GHz
  • Count of final setup violators: 0
  • Tightest Pin Transition: 195 ps
  • Skew final: 2.25 ps
  • Final Hold Viols: 0
  • RSZ-0062 raised after global routing: no
  • Max Transition Viols Final: 0
  • Setup TNS: 0 ps

CTS
  • CTS resizes: 0
  • CTS Sinks: 4
  • TritonCTS buffer count: 3
  • Setup Fix Bufs, Post-CTS: 0
  • Insertion Delay late pin: 230 ps
  • Clk root buf: clkbuf_4
  • H-tree Lvls: 1
  • Clk buf depth: 2
  • Hold_buf cts: 0
  • CTS tree: yes
  • Clk pin slew, worst setup/hold paths: 40 ps

Run
  • Max-Cap Viols: 0
  • Tool Warnings: 25

Placement
  • GPL Wtd Cong: 0.700
  • Hpwl dp: 392 um
  • I/O Buffers: 6

Run status
  • Status: finished clean

Min path
  • Hold crit path type: input port to async pin
==> Yosys cell counts <==
master    number
dfrtp_1        4
nand2_1        2
o21ai_0        2
a21bo_1        1
a21o_1         1
a22o_1         1
ha_1           1
inv_1          1
mux2_1         1
nand3_1        1
nor3_1         1
o211ai_1       1
o21ai_1        1
==> metal layers <==
metal | track usage [%] | part of all wire [%] | vias to the layer above
li1 | - | - | 85
met1 | 1.40 | 40 | 81
met2 | 1.85 | 30 | 9
met3 | 2.05 | 26 | 2
met4 | 0.880 | 3.5 | 0
met5 | 0 | 0 | -
==> final timing paths <==
kind                            endpoint  slack [ps]  cells after the start
worst max-delay path             CNT4[3]         210                      1
min in group clk0                CNT4[1]         590                      1
worst min register to register   CNT4[1]         590                      1
worst min-delay path             CNT4[3]         300                      1
worst max register to register   CNT4[1]         570                      2
max in group asynchronous        CNT4[2]        1240                      1
==> through the flow <==
stage               area, um^2  setup WS [ps]  std cells
floorplan                  194            633         18
global placement           312            334         70
detailed placement         312            301         70
CTS                        334            190         73
global route               334            150         73
finish                     334            210         73
==> kinds of logic (layout without fill, tap and decap cells) <==
group / Yosys count / after routing / synth area share [%]
and+or+nand+nor: 4 / 4 / 9.03
muxes: 1 / 1 / 5.81
AOI/OAI and AO/OA: 7 / 7 / 25.2
buffers and inverters: 1 / 10 / 1.93
adders and majority gates: 1 / 1 / 6.45
DFF: 4 / 4 / 51.6
==> layout make-up <==
class                      instances  area, um^2  share of cell area, %
inverter                           1        3.75                   1.12
timing repair buffer               6        60.1                   18.0
tap                               46        57.6                   17.2
multi-input combinational         13        90.1                   27.0
clock buffer                       3        22.5                   6.74
sequential                         4         100                   30.0
==> power breakdown <==
part           total, mW  internal [mW]  switching (mW)
Combinational      0.174          0.124          0.0493
Sequential         0.195          0.137          0.0576
Clock              0.114         0.0787          0.0357
No activity file was given, so power comes from the tool's default toggle rates.
